`flow/design.v`:
```
module lcd_controller_regs
  (
    input   wire rst_n_i,
    input   wire clk_i,
    input   wire wb_cyc_i,
    input   wire wb_stb_i,
    input   wire [5:2] wb_adr_i,
    input   wire [3:0] wb_sel_i,
    input   wire wb_we_i,
    input   wire [31:0] wb_dat_i,
    output  wire wb_ack_o,
    output  wire wb_err_o,
    output  wire wb_rty_o,
    output  wire wb_stall_o,
    output  reg [31:0] wb_dat_o,
    output  wire cr_enable_o,
    output  wire [1:0] cr_page_sel_o,
    output  wire [7:0] cr_clk_div_o,
    input   wire sr_gfx_fifo_full_i,
    output  wire [9:0] h_front_porch_value_o,
    output  wire [9:0] h_back_porch_value_o,
    output  wire [9:0] h_active_value_o,
    output  wire [9:0] h_total_value_o,
    output  wire [9:0] v_front_porch_value_o,
    output  wire [9:0] v_back_porch_value_o,
    output  wire [9:0] v_active_value_o,
    output  wire [9:0] v_total_value_o,
    input   wire [31:0] gfx_fifo_data_i,
    output  wire [31:0] gfx_fifo_data_o,
    output  wire gfx_fifo_wr_o
  );
  wire rd_req_int;
  wire wr_req_int;
  reg rd_ack_int;
  reg wr_ack_int;
  wire wb_en;
  wire ack_int;
  reg wb_rip;
  reg wb_wip;
  reg cr_enable_reg;
  reg [1:0] cr_page_sel_reg;
  reg [7:0] cr_clk_div_reg;
  reg cr_wreq;
  reg cr_wack;
  reg [9:0] h_front_porch_value_reg;
  reg h_front_porch_wreq;
  reg h_front_porch_wack;
  reg [9:0] h_back_porch_value_reg;
  reg h_back_porch_wreq;
  reg h_back_porch_wack;
  reg [9:0] h_active_value_reg;
  reg h_active_wreq;
  reg h_active_wack;
  reg [9:0] h_total_value_reg;
  reg h_total_wreq;
  reg h_total_wack;
  reg [9:0] v_front_porch_value_reg;
  reg v_front_porch_wreq;
  reg v_front_porch_wack;
  reg [9:0] v_back_porch_value_reg;
  reg v_back_porch_wreq;
  reg v_back_porch_wack;
  reg [9:0] v_active_value_reg;
  reg v_active_wreq;
  reg v_active_wack;
  reg [9:0] v_total_value_reg;
  reg v_total_wreq;
  reg v_total_wack;
  reg gfx_fifo_wreq;
  reg rd_ack_d0;
  reg [31:0] rd_dat_d0;
  reg wr_req_d0;
  reg [5:2] wr_adr_d0;
  reg [31:0] wr_dat_d0;
  reg [3:0] wr_sel_d0;
  assign wb_en = wb_cyc_i & wb_stb_i;
  always @(posedge(clk_i)or negedge(rst_n_i))
  begin
    if (!rst_n_i)
      wb_rip <= 1'b0;
    else
      wb_rip <= (wb_rip | (wb_en & !wb_we_i)) & !rd_ack_int;
  end
  assign rd_req_int = (wb_en & !wb_we_i) & !wb_rip;
  always @(posedge(clk_i)or negedge(rst_n_i))
  begin
    if (!rst_n_i)
      wb_wip <= 1'b0;
    else
      wb_wip <= (wb_wip | (wb_en & wb_we_i)) & !wr_ack_int;
  end
  assign wr_req_int = (wb_en & wb_we_i) & !wb_wip;
  assign ack_int = rd_ack_int | wr_ack_int;
  assign wb_ack_o = ack_int;
  assign wb_stall_o = !ack_int & wb_en;
  assign wb_rty_o = 1'b0;
  assign wb_err_o = 1'b0;
  always @(posedge(clk_i)or negedge(rst_n_i))
  begin
    if (!rst_n_i)
      begin
        rd_ack_int <= 1'b0;
        wr_req_d0 <= 1'b0;
      end
    else
      begin
        rd_ack_int <= rd_ack_d0;
        wb_dat_o <= rd_dat_d0;
        wr_req_d0 <= wr_req_int;
        wr_adr_d0 <= wb_adr_i;
        wr_dat_d0 <= wb_dat_i;
        wr_sel_d0 <= wb_sel_i;
      end
  end
  assign cr_enable_o = cr_enable_reg;
  assign cr_page_sel_o = cr_page_sel_reg;
  assign cr_clk_div_o = cr_clk_div_reg;
  always @(posedge(clk_i)or negedge(rst_n_i))
  begin
    if (!rst_n_i)
      begin
        cr_enable_reg <= 1'b0;
        cr_page_sel_reg <= 2'b00;
        cr_clk_div_reg <= 8'b00000000;
        cr_wack <= 1'b0;
      end
    else
      begin
        if (cr_wreq == 1'b1)
          begin
            cr_enable_reg <= wr_dat_d0[0];
            cr_page_sel_reg <= wr_dat_d0[2:1];
            cr_clk_div_reg <= wr_dat_d0[10:3];
          end
        cr_wack <= cr_wreq;
      end
  end
  assign h_front_porch_value_o = h_front_porch_value_reg;
  always @(posedge(clk_i)or negedge(rst_n_i))
  begin
    if (!rst_n_i)
      begin
        h_front_porch_value_reg <= 10'b0000000000;
        h_front_porch_wack <= 1'b0;
      end
    else
      begin
        if (h_front_porch_wreq == 1'b1)
          h_front_porch_value_reg <= wr_dat_d0[9:0];
        h_front_porch_wack <= h_front_porch_wreq;
      end
  end
  assign h_back_porch_value_o = h_back_porch_value_reg;
  always @(posedge(clk_i)or negedge(rst_n_i))
  begin
    if (!rst_n_i)
      begin
        h_back_porch_value_reg <= 10'b0000000000;
        h_back_porch_wack <= 1'b0;
      end
    else
      begin
        if (h_back_porch_wreq == 1'b1)
          h_back_porch_value_reg <= wr_dat_d0[9:0];
        h_back_porch_wack <= h_back_porch_wreq;
      end
  end
  assign h_active_value_o = h_active_value_reg;
  always @(posedge(clk_i)or negedge(rst_n_i))
  begin
    if (!rst_n_i)
      begin
        h_active_value_reg <= 10'b0000000000;
        h_active_wack <= 1'b0;
      end
    else
      begin
        if (h_active_wreq == 1'b1)
          h_active_value_reg <= wr_dat_d0[9:0];
        h_active_wack <= h_active_wreq;
      end
  end
  assign h_total_value_o = h_total_value_reg;
  always @(posedge(clk_i)or negedge(rst_n_i))
  begin
    if (!rst_n_i)
      begin
        h_total_value_reg <= 10'b0000000000;
        h_total_wack <= 1'b0;
      end
    else
      begin
        if (h_total_wreq == 1'b1)
          h_total_value_reg <= wr_dat_d0[9:0];
        h_total_wack <= h_total_wreq;
      end
  end
  assign v_front_porch_value_o = v_front_porch_value_reg;
  always @(posedge(clk_i)or negedge(rst_n_i))
  begin
    if (!rst_n_i)
      begin
        v_front_porch_value_reg <= 10'b0000000000;
        v_front_porch_wack <= 1'b0;
      end
    else
      begin
        if (v_front_porch_wreq == 1'b1)
          v_front_porch_value_reg <= wr_dat_d0[9:0];
        v_front_porch_wack <= v_front_porch_wreq;
      end
  end
  assign v_back_porch_value_o = v_back_porch_value_reg;
  always @(posedge(clk_i)or negedge(rst_n_i))
  begin
    if (!rst_n_i)
      begin
        v_back_porch_value_reg <= 10'b0000000000;
        v_back_porch_wack <= 1'b0;
      end
    else
      begin
        if (v_back_porch_wreq == 1'b1)
          v_back_porch_value_reg <= wr_dat_d0[9:0];
        v_back_porch_wack <= v_back_porch_wreq;
      end
  end
  assign v_active_value_o = v_active_value_reg;
  always @(posedge(clk_i)or negedge(rst_n_i))
  begin
    if (!rst_n_i)
      begin
        v_active_value_reg <= 10'b0000000000;
        v_active_wack <= 1'b0;
      end
    else
      begin
        if (v_active_wreq == 1'b1)
          v_active_value_reg <= wr_dat_d0[9:0];
        v_active_wack <= v_active_wreq;
      end
  end
  assign v_total_value_o = v_total_value_reg;
  always @(posedge(clk_i)or negedge(rst_n_i))
  begin
    if (!rst_n_i)
      begin
        v_total_value_reg <= 10'b0000000000;
        v_total_wack <= 1'b0;
      end
    else
      begin
        if (v_total_wreq == 1'b1)
          v_total_value_reg <= wr_dat_d0[9:0];
        v_total_wack <= v_total_wreq;
      end
  end
  assign gfx_fifo_data_o = wr_dat_d0;
  assign gfx_fifo_wr_o = gfx_fifo_wreq;
  always @(wr_adr_d0, wr_req_d0, cr_wack, h_front_porch_wack, h_back_porch_wack, h_active_wack, h_total_wack, v_front_porch_wack, v_back_porch_wack, v_active_wack, v_total_wack) 
      begin
        cr_wreq <= 1'b0;
        h_front_porch_wreq <= 1'b0;
        h_back_porch_wreq <= 1'b0;
        h_active_wreq <= 1'b0;
        h_total_wreq <= 1'b0;
        v_front_porch_wreq <= 1'b0;
        v_back_porch_wreq <= 1'b0;
        v_active_wreq <= 1'b0;
        v_total_wreq <= 1'b0;
        gfx_fifo_wreq <= 1'b0;
        case (wr_adr_d0[5:2])
        4'b0000: 
          begin
            cr_wreq <= wr_req_d0;
            wr_ack_int <= cr_wack;
          end
        4'b0001: 
          wr_ack_int <= wr_req_d0;
        4'b0010: 
          begin
            h_front_porch_wreq <= wr_req_d0;
            wr_ack_int <= h_front_porch_wack;
          end
        4'b0011: 
          begin
            h_back_porch_wreq <= wr_req_d0;
            wr_ack_int <= h_back_porch_wack;
          end
        4'b0100: 
          begin
            h_active_wreq <= wr_req_d0;
            wr_ack_int <= h_active_wack;
          end
        4'b0101: 
          begin
            h_total_wreq <= wr_req_d0;
            wr_ack_int <= h_total_wack;
          end
        4'b0110: 
          begin
            v_front_porch_wreq <= wr_req_d0;
            wr_ack_int <= v_front_porch_wack;
          end
        4'b0111: 
          begin
            v_back_porch_wreq <= wr_req_d0;
            wr_ack_int <= v_back_porch_wack;
          end
        4'b1000: 
          begin
            v_active_wreq <= wr_req_d0;
            wr_ack_int <= v_active_wack;
          end
        4'b1001: 
          begin
            v_total_wreq <= wr_req_d0;
            wr_ack_int <= v_total_wack;
          end
        4'b1010: 
          begin
            gfx_fifo_wreq <= wr_req_d0;
            wr_ack_int <= wr_req_d0;
          end
        default:
          wr_ack_int <= wr_req_d0;
        endcase
      end
  always @(wb_adr_i, rd_req_int, cr_enable_reg, cr_page_sel_reg, cr_clk_div_reg, sr_gfx_fifo_full_i, h_front_porch_value_reg, h_back_porch_value_reg, h_active_value_reg, h_total_value_reg, v_front_porch_value_reg, v_back_porch_value_reg, v_active_value_reg, v_total_value_reg, gfx_fifo_data_i) 
      begin
        rd_dat_d0 <= {32{1'bx}};
        case (wb_adr_i[5:2])
        4'b0000: 
          begin
            rd_ack_d0 <= rd_req_int;
            rd_dat_d0[0] <= cr_enable_reg;
            rd_dat_d0[2:1] <= cr_page_sel_reg;
            rd_dat_d0[10:3] <= cr_clk_div_reg;
            rd_dat_d0[31:11] <= {21{1'b0}};
          end
        4'b0001: 
          begin
            rd_ack_d0 <= rd_req_int;
            rd_dat_d0[0] <= sr_gfx_fifo_full_i;
            rd_dat_d0[31:1] <= {31{1'b0}};
          end
        4'b0010: 
          begin
            rd_ack_d0 <= rd_req_int;
            rd_dat_d0[9:0] <= h_front_porch_value_reg;
            rd_dat_d0[31:10] <= {22{1'b0}};
          end
        4'b0011: 
          begin
            rd_ack_d0 <= rd_req_int;
            rd_dat_d0[9:0] <= h_back_porch_value_reg;
            rd_dat_d0[31:10] <= {22{1'b0}};
          end
        4'b0100: 
          begin
            rd_ack_d0 <= rd_req_int;
            rd_dat_d0[9:0] <= h_active_value_reg;
            rd_dat_d0[31:10] <= {22{1'b0}};
          end
        4'b0101: 
          begin
            rd_ack_d0 <= rd_req_int;
            rd_dat_d0[9:0] <= h_total_value_reg;
            rd_dat_d0[31:10] <= {22{1'b0}};
          end
        4'b0110: 
          begin
            rd_ack_d0 <= rd_req_int;
            rd_dat_d0[9:0] <= v_front_porch_value_reg;
            rd_dat_d0[31:10] <= {22{1'b0}};
          end
        4'b0111: 
          begin
            rd_ack_d0 <= rd_req_int;
            rd_dat_d0[9:0] <= v_back_porch_value_reg;
            rd_dat_d0[31:10] <= {22{1'b0}};
          end
        4'b1000: 
          begin
            rd_ack_d0 <= rd_req_int;
            rd_dat_d0[9:0] <= v_active_value_reg;
            rd_dat_d0[31:10] <= {22{1'b0}};
          end
        4'b1001: 
          begin
            rd_ack_d0 <= rd_req_int;
            rd_dat_d0[9:0] <= v_total_value_reg;
            rd_dat_d0[31:10] <= {22{1'b0}};
          end
        4'b1010: 
          begin
            rd_ack_d0 <= rd_req_int;
            rd_dat_d0 <= gfx_fifo_data_i;
          end
        default:
          rd_ack_d0 <= rd_req_int;
        endcase
      end
endmodule
```
`flow/run.sh`:
```
#!/bin/bash
# OpenROAD 26Q1-2900-gdf79404cd8, Yosys 0.63+post, stock flow scripts
make -C /OpenROAD-flow-scripts/flow DESIGN_CONFIG=/design/flow/config.mk WORK_HOME=/design/flow/orfs finish
```
`flow/config.mk`:
```
export PLATFORM = sky130hd
export DESIGN_NAME = lcd_controller_regs
export DESIGN_NICKNAME = lcd_controller_regs
export VERILOG_FILES = /design/flow/design.v
export SDC_FILE = /design/flow/constraint.sdc
export NUM_CORES = 4
export LEC_CHECK = 1
export CORE_UTILIZATION = 40
```
`flow/constraint.sdc`:
```
current_design lcd_controller_regs

set clk_period 2.1
set clk_io_pct 0.2

create_clock -name clk0 -period $clk_period [get_ports {clk_i}]

set non_clock_inputs [all_inputs -no_clocks]
set_input_delay [expr $clk_period * $clk_io_pct] -clock clk0 $non_clock_inputs
set_output_delay [expr $clk_period * $clk_io_pct] -clock clk0 [all_outputs]
```
==> impl_metrics.tcl <==
# implementation run metrics
set metrics [dict create \
    status "complete, but fails checks" \
    violations "negative setup slack" \
    worst_slack_ns -0.3857 \
    critical_path_class "flip-flop to primary output" \
    async_flop_share_pct 60.47 \
    netlist_area_mm2 0.007331 \
    top_regs "wb_dat_o: 32 flops, wr_dat_d0: 32 flops" \
    die.size.y_um 137.4 \
    drt_wl_total_mm 23.28 \
    die_x_um 137.4 \
    remaining_drc_errors 0 \
    yosysUniqueCellTypes 49 \
    layout_top_cells "clkdlybuf4s50_1 (226), nand2_1 (137), dfrtp_1 (104)" \
    worst_pin_slew_ns 0.7903 \
    yosysWarnings 1 \
    regToRegSetupSlack_ns 0.11 \
    slew_viol_final 0 \
    edf_count 68 \
    yosys.stat.seqShare_pct 63.36 \
    logic_family "simple AND/OR/NAND/NOR gates" \
    ys_chip_area_mm2 0.007331 \
    yosysCellCount 622 \
    setup_tns_ns -0.7313 \
    place_hpwl_mm 16.46 \
    area_delta_synth_final_pct 51.17 \
    cts_tree "yes" \
    period_used_pct 118.4 \
    cts.sinks 172 \
    fin_skew_ns 0.009503 \
    rsz0062_at_grt "yes" \
    warnings 31 \
    io_buffers 231 \
    lay_top_count "clkdlybuf4s50_1" \
    grt_pass1_vias 5869 \
    cp.required_ns 1.68 \
    period_needed_ns 2.486 \
    yosys.area_share.aoi_pct 9.814 \
    die-area_mm2 0.01887 \
    drtPass1Iterations 5 \
    start_kind "flip-flop" \
    gp_congestion 0.8866 \
    finish.utilization_pct 61.69 \
    fp_util_pct 40.81 \
    slew_headroom_pct 47.21 \
    grt_pass1_wl_mm 34.51 \
    setup_violations 2 \
    detail-route-antenna-nets 0 \
    ys_sh_xor_pct 0 \
    holdCritPathClass "input port to async pin" \
    clockRootBuffer "clkbuf_16" \
    power_mw 9.199 \
    core_mm2 0.01796 \
    finalInstanceArea_mm2 0.01108 \
    clock_latency_ns 0.43 \
    mux_share_pct 8.807 \
    core.rowCount 49 \
    ioPinCount 238 \
    vias_per_cell 5.266 \
    final_hold_viol_count 0 \
    syn_area_per_cell_um2 11.79 \
    dpl_cell_area_mm2 0.01028 \
    via_count 6045 \
    grt_start_max_net_pins 44 \
    h-tree-depth 4 \
    max_cap_violations 0 \
    cp-end-kind "primary output" \
    wl_per_cell_um 20.28 \
    ys.flops 172 \
    cts_inserted_buffers 17 \
    leakage_nw 4.790 \
    worstPathMaxFanout 4 \
    drive_gt1_share_pct 19.61 \
    peakVddDrop_mv 0.6181 \
    antenna_found_initial 0 \
    power_density_mw_per_mm2 830.1 \
    timing.fmax_ghz 0.4023 \
    holdWs_ns 0.08419 \
    fa_ha_area_share_pct 0 \
    clk_path_buf_depth 2 \
    ys_sh_simple_pct 13.60 \
    cp.arrival_ns 2.07 \
    synth_cells 622 \
    gr-total-overflow 0 \
    drt_iter0_drc 334 \
    synthFlopType "dfrtp_1" \
    r2r_cells 9 \
    clk_pin_slew_ns 0.07 \
    grtUsageTotal_pct 26.44 \
]
## final timing paths
| check | start | to |
|---|---|---|
| min in group clk0 | rst_n_i | wr_dat_d0[6] |
| setup reg to reg | wr_adr_d0[4] | v_active_value_reg[0] |
| max in group asynchronous | rst_n_i | v_front_porch_value_reg[8] |
| hold / removal | rst_n_i | h_total_value_reg[4] |
| hold reg to reg | wb_rip | rd_ack_int |
| setup / recovery | wr_adr_d0[2] | wb_ack_o |
## per-layer routing
| layer | track usage (%) | wire [um] | up-vias |
|---|---|---|---|
| met5 | 0 | 0 | - |
| li1 | - | - | 2743 |
| met4 | 2.930 | 315 | 0 |
| met3 | 8.559 | 2420 | 29 |
| met1 | 42.18 | 10130 | 2945 |
| met2 | 38.55 | 10420 | 328 |
## cells by family (layout without fill, tap and decap cells)
family | Yosys count | after routing
AND-OR/OR-AND | 107 | 107
flip-flops | 172 | 172
buffers and inverters | 63 | 358
multiplexers | 58 | 58
AND/OR/NAND/NOR | 221 | 221
other | 1 | 3
## synth_stat cells (2+ instances only)
| master | n | area [um^2] |
|---|---|---|
| nand2_1 | 137 | 514.2 |
| dfrtp_1 | 104 | 2603 |
| edfxtp_1 | 68 | 2042 |
| mux2_2 | 52 | 585.6 |
| buf_2 | 28 | 140.1 |
| nor2_1 | 26 | 97.59 |
| and2_1 | 21 | 131.4 |
| o21ai_0 | 20 | 100.1 |
| a21oi_1 | 19 | 95.09 |
| a31oi_1 | 13 | 81.33 |
| clkbuf_1 | 12 | 45.04 |
| inv_1 | 11 | 41.29 |
| a22oi_1 | 10 | 75.07 |
| nor2b_1 | 8 | 50.05 |
| a211oi_1 | 7 | 52.55 |
| buf_4 | 7 | 52.55 |
| mux2i_1 | 6 | 60.06 |
| nor3b_1 | 6 | 45.04 |
| a21o_1 | 5 | 37.54 |
| a221o_1 | 4 | 40.04 |
| a22o_1 | 4 | 35.03 |
| nand2b_1 | 4 | 25.02 |
| o22a_1 | 4 | 35.03 |
| o22ai_1 | 4 | 25.02 |
| buf_6 | 3 | 33.78 |
| nand3_1 | 3 | 15.01 |
| nor3_1 | 3 | 15.01 |
| o211ai_1 | 3 | 22.52 |
| or3_1 | 3 | 18.77 |
| a32o_1 | 2 | 20.02 |
| and2b_1 | 2 | 15.01 |
| and3_1 | 2 | 12.51 |
| nand3b_1 | 2 | 15.01 |
| o21bai_1 | 2 | 15.01 |
| o31ai_1 | 2 | 15.01 |
| o32ai_1 | 2 | 17.52 |
## report_power, final
part	total (mW)	switching [mW]	internal [mW]	leakage, nW
clock	3.31	1.29	2.03	0.296
combinational	1.61	0.493	1.11	2.43
sequential	4.28	0.375	3.91	2.06
total	9.20	2.15	7.04	4.79
## stage by stage
stage	instances	worst slack (ns)
2_1_floorplan	623	0.2487
3_3_place_gp	1106	-0.2544
3_5_place_dp	1106	-0.3140
4_1_cts	1146	-0.4016
5_1_grt	1147	-0.4964
6_report	1148	-0.3857
## layout make-up
type	instances	area (um^2)
antenna	1	2.502
clock buffer	24	494.2
clock inverter	8	131.4
fill	1370	6882
inverter	12	45.04
multi-input combinational	388	2454
sequential	172	4644
tap	229	286.5
timing repair buffer	314	3024
## critical path, cell delays in order (launching register included)
cell      delay [ns]
edfxtp_1        0.47
buf_6           0.16
buf_6           0.11
mux2i_1         0.12
o22ai_1         0.19
nand2b_1        0.13
a31oi_4         0.24
or2_1           0.12
buf_2           0.09
## what timing repair did
action	in CTS	in global routing
endpoints found under the setup margin	3	16
gates resized	24	11
endpoints found under the hold margin	15	0
hold buffers	1	0
buffers inserted	7	1
pin swaps	7	5
Power is estimated from default activity; no workload was simulated.
